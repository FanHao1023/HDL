## design/flow/config.mk

```make
export PLATFORM = sky130hd
export DESIGN_NAME = CCMul8
export DESIGN_NICKNAME = CCMul8
export VERILOG_FILES = /design/flow/design.v
export SDC_FILE = /design/flow/constraint.sdc
export NUM_CORES = 4
export LEC_CHECK = 1
export CORE_UTILIZATION = 50
```

## design/flow/constraint.sdc

```tcl
current_design CCMul8

set clk_period 11.0
set clk_io_pct 0.2

create_clock -name clk0 -period $clk_period

set non_clock_inputs [all_inputs -no_clocks]
set_input_delay [expr $clk_period * $clk_io_pct] -clock clk0 $non_clock_inputs
set_output_delay [expr $clk_period * $clk_io_pct] -clock clk0 [all_outputs]
```

## design/flow/design.v

```verilog
module CCMul4(A,B,M);
input[3:0] A,B;
output[7:0] M;
wire[3:0] m0,m1,m2,m3;
wire[7:0] sa,sb;
wire c0,c1,c2;
assign m0=(B[0])?A:4'd0;
assign m1=(B[1])?A:4'd0;
assign m2=(B[2])?A:4'd0;
assign m3=(B[3])?A:4'd0;
ADD8 u0({4'd0,m0},{3'd0,m1,1'b0},1'b0,sa,c0);
ADD8 u1({2'd0,m2,2'd0},{1'b0,m3,3'd0},1'b0,sb,c0);
ADD8 u2(sa,sb,1'b0,M,c2);
endmodule
module CCMul8(A,B,M);
input[7:0] A,B;
output[15:0] M;
wire[7:0] m0,m1,m2,m3;
wire[15:0] sa,sb;
wire c0,c1,c2;
CCMul4 u0(A[3:0],B[3:0],m0);
CCMul4 u1(A[7:4],B[3:0],m1);
CCMul4 u2(A[3:0],B[7:4],m2);
CCMul4 u3(A[7:4],B[7:4],m3);
CSADD16 u4({8'd0,m0},{4'd0,m1,4'd0},1'b0,sa,c0);
CSADD16 u5({4'd0,m2,4'd0},{m3,8'd0},1'b0,sb,c1);
CSADD16 u6(sa,sb,1'b0,M,c2);
endmodule
module CSADD16(a,b,cin,s,cout);
input [15:0] a,b;
input cin;
output [15:0] s;
output cout;
wire [15:8] s10,s11;
wire c0,c1,c2;
ADD8 u0(a[7:0],b[7:0],cin,s[7:0],c0);
ADD8 u10(a[15:8],b[15:8],1'b0,s10[15:8],c1);
ADD8 u11(a[15:8],b[15:8],1'b1,s11[15:8],c2);
assign cout=c0?c2:c1;
assign s[15:8]=c0?s11:s10;
endmodule
module ADD4(a,b,cin,s,cout);
input [3:0] a,b;
input cin;
output [3:0] s;
output cout;
wire [3:0] p,g;
wire [3:0] c;
assign p[0]=a[0]^b[0],
       p[1]=a[1]^b[1],
		 p[2]=a[2]^b[2],
		 p[3]=a[3]^b[3];
assign g[0]=a[0]&b[0],
       g[1]=a[1]&b[1],
		 g[2]=a[2]&b[2],
		 g[3]=a[3]&b[3];
assign c[0]=g[0]|(p[0]&cin),
       c[1]=g[1]|(p[1]&g[0])|(p[1]&p[0]&cin),
		 c[2]=g[2]|(p[2]&g[1])|(p[2]&p[1]&g[0])|(p[2]&p[1]&p[0]&cin),
		 c[3]=g[3]|(p[3]&g[2])|(p[3]&p[2]&g[1])|(p[3]&p[2]&p[1]&g[0])|(p[3]&p[2]&p[1]&p[0]&cin);
assign s[0]=p[0]^cin,
       s[1]=p[1]^c[0],
		 s[2]=p[2]^c[1],
		 s[3]=p[3]^c[2];
assign cout=c[3];
endmodule
module ADD8(a,b,cin,s,cout);
input [7:0] a,b;
input cin;
output [7:0] s;
output cout;
wire c;
ADD4 u0(a[3:0],b[3:0],cin,s[3:0],c);
ADD4 u1(a[7:4],b[7:4],c,s[7:4],cout);
endmodule
```

## design/flow/run.sh

```bash
#!/bin/bash
# OpenROAD 26Q1-2900-gdf79404cd8, Yosys 0.63+post, stock flow scripts
make -C /OpenROAD-flow-scripts/flow DESIGN_CONFIG=/design/flow/config.mk WORK_HOME=/design/flow/orfs finish
```

==> results.cfg <==
; yosys + openroad results
[outcome]
run_status = finished clean

[cts]
ctsHoldBuffers = 0
cts_resized = 0
cts_setup_buffers = 0

[layout]
areaGrowthSynthToFinish_pct = 15.6
lay_top_cells = ha_1 (60), and2_1 (55), inv_1 (42)
seqCellArea_um2 = 0
fin_area_um2 = 2920
clkbuf_count = 0
drive_gt1_frac = 0.0211
fin_util = 0.611
seq_cells = 0
layout.cells.most_common = ha_1

[routing]
wire_per_inst_um = 11.6
first_pass_iters = 4
vias = 2006
antenna_left = 0
diodes = 0
drt_wl_total_um = 4640
drt_iter0_drc = 26
avgViaCountPerCell = 5.03
drc = 0

[grt]
grt_pass1_wl_um = 8630
track_usage = 0.209
overflow = 0
grt_pass1_vias = 1968
antenna_found_initial = 0
grt_max_degree = 12

[synthesis]
synth_cell_types = 36
netlist_instances = 302
aoi_share = 0.136
ys_cells = 302
logic_family = adder cells
yosys-top-cells-area = ha_1 (30%), fa_1 (16%), and2_1 (14%)
synth_area_um2 = 2530
synthSimpleGateAreaFrac = 0.213
ys_sh_mux = 0.00445
yosys.area.top_type_share = 0.297
synth_warnings = 0
synth.avg_cell_area_um2 = 8.37
xor_share = 0.118
ys_sh_adder = 0.463
ys_seq_frac = 0
yosys.area.top_type = ha_1
yosys_area_um2 = 2530

[floorplan]
chipArea_um2 = 5350
ios = 32
fp.coreArea_um2 = 4790
row_count = 25
die_h_um = 73.1
fp-utilization = 0.528
fp.dieW_um = 73.1

[critical_path]
critPathSlowestCell = clkdlybuf4s50_1
crit_chain = clkdlybuf4s50_1, and2_1, ha_1, fa_1, ha_1, fa_1, a21o_1, a21oi_1, xor2_1, xnor2_1, ha_1, a21oi_1, nor2b_1, nor2_1, mux2_2, ha_1, and4_1, nand3_2, nor4b_4, o21ai_2, a2111o_1, nand2_1, clkdlybuf4s50_1
end_kind = primary output
path_buffers = 2
crit_family = adder cells
critPathLaunchType = input pin
crit_arrival_ps = 8140
path_max_fanout = 8
crit_top_cell = ha_1
required_ps = 8800
critPathKind = input pin to primary output
slowest_delay_ps = 550

[power]
p_leak_nw = 1.63
total_power_mw = 0.375
seq_power_share = 0
p_clk_frac = 0
p_sw_mw = 0.154
switching_share = 0.412
p_per_area_nw_per_um2 = 128
p_int_mw = 0.220
vdd_drop_max_v = 0.0000996
power_frac_comb = 1.000

[sta]
setup_viol = 0
finalClockPeriodUsage = 0.940
hold_slack_ps = 5520
rsz0062_at_grt = no
final.setup.tns_ps = 0
max_slew.worst_pin.slew_ps = 442
fmax_mhz = 96.7
slew_viol_final = 0
fin_crit_ps = 10340
hold_violations = 0
slew_headroom = 0.706

[worst_hold_path]
worstHoldPathCells = 3
hp-class = input pin to primary output
hp-start = A[0]
hold_path_end = M[0]

[run]
warnings = 34
drv_cap = 0

[placed_design]
port_buffers = 32
hpwl_um = 4090
gp_congestion = 0.847
placed_area_um2 = 2920
-- per-layer routing --
| metal | wire (µm) | share of wire | up-vias | GRT usage |
|---|---|---|---|---|
| met1 | 2530 | 0.55 | 912 | 0.324 |
| met5 | 0 | 0 | - | 0 |
| li1 | - | - | 1068 | - |
| met3 | 88 | 0.019 | 0 | 0.0140 |
| met2 | 2020 | 0.44 | 26 | 0.349 |
| met4 | 0 | 0 | 0 | 0 |
-- layout make-up --
cell class,count,area [µm²]
inverter,42,158
tap,67,83.8
fill,461,1860
multi-input combinational,258,2360
timing repair buffer,32,320
-- through the flow --
stage	cells	setup slack, ps
global route	399	250
finish	399	663
CTS	399	597
detailed placement	399	620
floorplan	302	2100
global placement	399	679
-- synth_stat cells, types with 2 or more instances --
cell	n
ha_1	60
and2_1	55
inv_1	42
xnor2_1	25
fa_1	20
a21o_1	19
nand2_1	16
a21oi_1	13
xor2_1	9
nor2_1	6
nand3_1	4
o21ai_0	4
a211oi_1	2
maj3_1	2
nand2b_1	2
nor2b_1	2
o21bai_1	2
-- worst max-delay path by stage --
stage / depth (start not counted) / start / slack [ps] / to
after global routing: 23 / B[0] / 250 / M[15]
after CTS: 23 / B[0] / 600 / M[15]
final: 23 / B[0] / 660 / M[15]
-- power groups by stage --
| stage | sequential (mW) | combinational (mW) | clock, mW |
|---|---|---|---|
| 6_report | 0 | 0.375 | 0 |
| 5_1_grt | 0 | 0.431 | 0 |
| 4_1_cts | 0 | 0.382 | 0 |
-- logic make-up after synthesis --
group	count (synthesis)
adders and majority gates	82
AOI/OAI and AO/OA	50
and+or+nand+nor	91
buffers and inverters	44
xor gates and xnor gates	34
muxes	1
Power and IR drop assume default switching activity.
