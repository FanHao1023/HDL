==> design.v <==
module FADD_1(A,B,X);
input [31:0] A,B;
output [31:0] X;
wire As,Bs,Xs,s,cout,hb,As1,Bs1;
wire [7:0] Ae,Be,Xe,d,Ae1,Be1;
wire [22:0] Af,Bf,Xf,Af1,Bf1;
wire [25:0] _Af,_Bf,Afs,Bfs;
wire[24:0] Xfs,_Xf;
wire [31:0] _A,_B;
wire z;
assign {As,Ae,Af} = A;
assign {Bs,Be,Bf} = B;
assign _A=(Ae>Be)?A:(Ae==Be)?(Af>Bf)?A:B:B;
assign _B=(_A==A)?B:A;
assign {As1,Ae1,Af1} = _A;
assign {Bs1,Be1,Bf1} = _B;  
assign _Af = {1'b0,1'b0,1'b1,Af1};
assign d = Ae1-Be1;
assign _Bf = {1'b0,1'b0,1'b1,Bf1}>> d;
assign Afs=(As1)? (~_Af +1): _Af;
assign Bfs=(Bs1)? (~_Bf +1): _Bf;
assign {s,Xfs} = Afs+Bfs;
assign _Xf=(s)? ~Xfs+1: Xfs;
Normalizer U0(_Xf, Ae1, Xe, Xf,z);
assign Xs=z?1'b0:s;
assign X = {Xs,Xe,Xf};
endmodule
module Normalizer (Xin,Ein,E,F,z);
input [24:0] Xin;
input [7:0] Ein;
output [7:0] E;
output [22:0] F;
output z;
wire [4:0] Y,Ed;
wire hb;
wire [23:0] _F,_E;
PENC32 u0({7'd0,Xin},Y,z);
assign Ed=5'd23-Y;
assign E=z?23'd0:_E;
assign F=z?23'd0:_F;
assign _E=Xin[24]?(Ein+8'd1):(Ein-{3'd0,Ed});
assign {hb,_F}=Xin[24]?({1'b1,Xin[24:1]}):(Xin<<Ed);
endmodule
module PENC4 (A,Y,z);
input[3:0] A;
output[1:0] Y;
output z;
assign z=~|A;
assign Y[0]=A[3]|A[1]&~A[2];
assign Y[1]=A[2]|A[3];
endmodule
module PENC8 (A,Y,z);
input[7:0] A;
output[2:0] Y;
output z;
wire [1:0] Y0,Y1;
wire z0,z1;
PENC4 u0(A[3:0],Y0,z0);
PENC4 u1(A[7:4],Y1,z1);
assign Y=z1?{1'b0,Y0}:{1'b1,Y1};
assign z=z0&z1;
endmodule
module PENC16 (A,Y,z);
input[15:0] A;
output[3:0] Y;
output z;
wire [2:0] Y0,Y1;
wire z0,z1;
PENC8 u0(A[7:0],Y0,z0);
PENC8 u1(A[15:8],Y1,z1);
assign Y=z1?{1'b0,Y0}:{1'b1,Y1};
assign z=z0&z1;
endmodule
module PENC32 (A,Y,z);
input[31:0] A;
output[4:0] Y;
output z;
wire [3:0] Y0,Y1;
wire z0,z1;
PENC16 u0(A[15:0],Y0,z0);
PENC16 u1(A[31:16],Y1,z1);
assign Y=z1?{1'b0,Y0}:{1'b1,Y1};
assign z=z0&z1;
endmodule
==> run.sh <==
#!/bin/bash
# OpenROAD 26Q1-2900-gdf79404cd8, Yosys 0.63+post, stock flow scripts
make -C /OpenROAD-flow-scripts/flow DESIGN_CONFIG=/design/flow/config.mk WORK_HOME=/design/flow/orfs finish
==> config.mk <==
export PLATFORM = sky130hd
export DESIGN_NAME = FADD_1
export DESIGN_NICKNAME = FADD_1
export VERILOG_FILES = /design/flow/design.v
export SDC_FILE = /design/flow/constraint.sdc
export NUM_CORES = 4
export LEC_CHECK = 1
export CORE_UTILIZATION = 50
==> constraint.sdc <==
current_design FADD_1

set clk_period 60.9
set clk_io_pct 0.2

create_clock -name clk0 -period $clk_period

set non_clock_inputs [all_inputs -no_clocks]
set_input_delay [expr $clk_period * $clk_io_pct] -clock clk0 $non_clock_inputs
set_output_delay [expr $clk_period * $clk_io_pct] -clock clk0 [all_outputs]
==> report_table.html <==
<p>Metrics extracted from the flow reports.</p>
<table>
<tr><th>Metric</th><th>Value</th></tr>
<tr><th colspan="2">Run status</th></tr>
<tr><td>Outcome</td><td>finished, final reports clean</td></tr>
<tr><th colspan="2">Detailed routing</th></tr>
<tr><td>Number of vias per cell</td><td>6.62</td></tr>
<tr><td>Drt drc</td><td>0</td></tr>
<tr><td>Antenna diode count</td><td>0</td></tr>
<tr><td>Count of routing violations after the opening detailed-route iteration</td><td>1283</td></tr>
<tr><td>Via total after detailed routing</td><td>12700</td></tr>
<tr><td>Number of nets with antenna violations after detailed routing</td><td>0</td></tr>
<tr><td>Total Routed Length</td><td>40200 µm</td></tr>
<tr><td>Average wire per standard cell</td><td>21.0 µm</td></tr>
<tr><td>Number of search-and-repair iterations in the first detailed-routing pass</td><td>6</td></tr>
<tr><th colspan="2">Job</th></tr>
<tr><td>Max-Cap Viols</td><td>0</td></tr>
<tr><td>Tool warnings</td><td>34</td></tr>
<tr><th colspan="2">GRT</th></tr>
<tr><td>Most used routing layer</td><td>met1</td></tr>
<tr><td>Total routing resource utilization after global routing</td><td>0.374</td></tr>
<tr><td>Largest net degree at the start of global routing</td><td>63</td></tr>
<tr><td>Number of antenna violations at the first check in global routing</td><td>0</td></tr>
<tr><td>Met1 layer usage reported by global route</td><td>0.567</td></tr>
<tr><td>Met2 capacity usage during global routing</td><td>0.525</td></tr>
<tr><td>Met3 Usage GRT</td><td>0.0917</td></tr>
<tr><td>Vias in the first global route</td><td>11400</td></tr>
<tr><td>Global-route wire length before repair</td><td>63300 µm</td></tr>
<tr><td>Global-route congestion overflow total</td><td>0</td></tr>
<tr><th colspan="2">STA</th></tr>
<tr><td>Final sum of negative setup slack</td><td>0 ns</td></tr>
<tr><td>Worst-case setup margin in the final layout</td><td>20.28 ns</td></tr>
<tr><td>Setup repair after global routing missed its margin</td><td>no</td></tr>
<tr><td>Tmin final</td><td>40.62 ns</td></tr>
<tr><td>Post-layout period usage of the worst path</td><td>0.667</td></tr>
<tr><td>Final-report hold violation count</td><td>0</td></tr>
<tr><td>Number of setup violations in the final report</td><td>0</td></tr>
<tr><td>Maximum achievable frequency</td><td>0.0246 GHz</td></tr>
<tr><td>Transition time at the pin with the least slew margin</td><td>0.969 ns</td></tr>
<tr><td>Number of slew-limit violations in the final report</td><td>0</td></tr>
<tr><td>Worst slew margin relative to its limit</td><td>0.337</td></tr>
<tr><th colspan="2">Yosys</th></tr>
<tr><td>Post-synthesis instance area</td><td>10400 µm²</td></tr>
<tr><td>Instance count of the mapped netlist</td><td>1617</td></tr>
<tr><td>Count of unique library cells instantiated by Yosys</td><td>104</td></tr>
<tr><td>Post-synthesis chip area from yosys</td><td>10400 µm²</td></tr>
<tr><td>Mapped Avg Cell Area</td><td>6.44 µm²</td></tr>
<tr><td>Tally of yosys warning messages</td><td>0</td></tr>
<tr><td>Sequential fraction of the synthesis area</td><td>0</td></tr>
<tr><td>Cell count listed in synth_stat.txt</td><td>1617</td></tr>
<tr><th colspan="2">Cells and area</th></tr>
<tr><td>Growth of design area from synthesis to finish</td><td>10.4%</td></tr>
<tr><td>Flip-flops</td><td>0</td></tr>
<tr><td>Layout Cells excl Fill</td><td>1918</td></tr>
<tr><td>Number of filler instances in the final layout</td><td>2025</td></tr>
<tr><td>Fraction of final layout cells sized beyond drive strength 1</td><td>0.0552</td></tr>
<tr><td>Fin util</td><td>0.567</td></tr>
<tr><td>Number of clock buffers in the layout</td><td>0</td></tr>
<tr><td>Most frequent logic cell in the layout</td><td>sky130_fd_sc_hd__nand2_1</td></tr>
<tr><td>Top library cells by usage in the layout, fill and taps aside</td><td>176 x sky130_fd_sc_hd__nand2_1, 174 x sky130_fd_sc_hd__nor2_1, 126 x sky130_fd_sc_hd__a21oi_1</td></tr>
<tr><td>Register cell area after layout</td><td>0 µm²</td></tr>
<tr><td>Post-route cell area</td><td>11500 µm²</td></tr>
<tr><th colspan="2">Placement</th></tr>
<tr><td>Cell total after placement</td><td>1918</td></tr>
<tr><td>Tally of buffers added on design ports</td><td>96</td></tr>
<tr><td>DP Wirelength</td><td>32100 µm</td></tr>
<tr><td>Cell area after placement</td><td>11500 µm²</td></tr>
<tr><td>GPL Wtd Cong</td><td>1.02</td></tr>
<tr><td>Pre-CTS WS</td><td>20.78 ns</td></tr>
<tr><th colspan="2">Worst setup path</th></tr>
<tr><td>Type of the worst setup path</td><td>input pin to output port</td></tr>
<tr><td>CP Launch Type</td><td>input pin</td></tr>
<tr><td>Total buffers and inverters traversed by the critical path</td><td>8</td></tr>
<tr><td>Data arrival time at the worst-slack endpoint</td><td>28.44 ns</td></tr>
<tr><td>Endpoint type of the worst setup path</td><td>output port</td></tr>
<tr><td>Maximum fanout along the worst path</td><td>32</td></tr>
<tr><td>Worst path required time</td><td>48.72 ns</td></tr>
<tr><td>CP peak stage delay</td><td>0.69 ns</td></tr>
<tr><td>Cell type with the highest occurrence count on the critical path</td><td>sky130_fd_sc_hd__a21oi_1</td></tr>
<tr><td>CP max stage cell</td><td>sky130_fd_sc_hd__clkdlybuf4s50_1</td></tr>
<tr><td>CP top delay family</td><td>AND-OR/OR-AND gates</td></tr>
<tr><th colspan="2">CTS</th></tr>
<tr><td>CTS resizes</td><td>0</td></tr>
<tr><td>Post CTS Setup Buffer Count</td><td>0</td></tr>
<tr><td>Post-CTS Hold Fix Bufs</td><td>0</td></tr>
<tr><th colspan="2">Die</th></tr>
<tr><td>Die Y-Extent</td><td>146 µm</td></tr>
<tr><td>Std-Cell Core Area</td><td>20300 µm²</td></tr>
<tr><td>Pre-placement core utilization</td><td>0.513</td></tr>
<tr><td># IOs</td><td>96</td></tr>
<tr><td># rows</td><td>52</td></tr>
<tr><td>Die boundary width</td><td>146 µm</td></tr>
<tr><td>Total die size</td><td>21400 µm²</td></tr>
<tr><th colspan="2">Hold path</th></tr>
<tr><td>Classification of the worst-slack hold path</td><td>input pin to output port</td></tr>
</table>
area by class of cell:
cell class                 instances  area [µm²]  share of cell area
timing repair buffer             124        1170               0.102
tap                              270         338              0.0294
inverter                          77         294              0.0256
multi-input combinational       1447        9700               0.843
path summary, 6_finish.rpt:
| check | start | endpoint | cells past startpoint |
|---|---|---|---|
| worst min-delay path | B[30] | X[30] | 8 |
| worst max-delay path | B[18] | X[30] | 59 |
layer usage:
layer,up-vias,share of wire
met5,-,0
met4,0,0.026
met3,80,0.12
met2,727,0.40
met1,5781,0.45
li1,6100,-
synth_stat cells (24+ instances only):
master | count | share of area
sky130_fd_sc_hd__xor2_1 | 54 | 0.045
sky130_fd_sc_hd__or3_1 | 24 | 0.014
sky130_fd_sc_hd__nand2_1 | 176 | 0.063
sky130_fd_sc_hd__inv_1 | 73 | 0.026
sky130_fd_sc_hd__mux2i_1 | 68 | 0.065
sky130_fd_sc_hd__nand3_1 | 57 | 0.027
sky130_fd_sc_hd__o21ai_0 | 111 | 0.053
sky130_fd_sc_hd__nor2_1 | 174 | 0.063
sky130_fd_sc_hd__ha_1 | 75 | 0.090
sky130_fd_sc_hd__a21o_1 | 25 | 0.018
sky130_fd_sc_hd__xnor2_1 | 79 | 0.066
sky130_fd_sc_hd__nor3_1 | 45 | 0.022
sky130_fd_sc_hd__clkbuf_1 | 49 | 0.018
sky130_fd_sc_hd__a21oi_1 | 126 | 0.061
sky130_fd_sc_hd__nand4_1 | 24 | 0.014
through the flow:
stage / hold WS (ns)
CTS: 25.79
detailed placement: 25.79
finish: 25.80
floorplan: 24.67
global route: 25.86
global placement: 25.77
cell families after synthesis:
logic type,after synthesis,synth area share
simple gates,623,0.287
compound gates,530,0.348
buf+inv,170,0.0722
xor+xnor,134,0.113
mux,82,0.0841
fa+ha+maj,78,0.0958
