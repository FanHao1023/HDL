==> design/flow/design.v <==
module ADD4(a,b,cin,s,cout);
input [3:0] a,b;
input cin;
output [3:0] s;
output cout;
wire [3:0] p,g;
wire [3:0] c;
assign p[0]=a[0]^b[0],
       p[1]=a[1]^b[1],
		 p[2]=a[2]^b[2],
		 p[3]=a[3]^b[3];
assign g[0]=a[0]&b[0],
       g[1]=a[1]&b[1],
		 g[2]=a[2]&b[2],
		 g[3]=a[3]&b[3];
assign c[0]=g[0]|(p[0]&cin),
       c[1]=g[1]|(p[1]&g[0])|(p[1]&p[0]&cin),
		 c[2]=g[2]|(p[2]&g[1])|(p[2]&p[1]&g[0])|(p[2]&p[1]&p[0]&cin),
		 c[3]=g[3]|(p[3]&g[2])|(p[3]&p[2]&g[1])|(p[3]&p[2]&p[1]&g[0])|(p[3]&p[2]&p[1]&p[0]&cin);
assign s[0]=p[0]^cin,
       s[1]=p[1]^c[0],
		 s[2]=p[2]^c[1],
		 s[3]=p[3]^c[2];
assign cout=c[3];
endmodule
module BCDADD1(a,b,cin,s,cout);
input [3:0] a,b;
input cin;
output [3:0] s;
output cout;
wire c1,c0;
wire [3:0] s0,s1;
ADD4 u0(a,b,cin,s0,c0);
adjust u1(s0,s1,c1);
assign cout=c0|c1;
assign s=cout?s1:s0;
endmodule
module BCDADD2(a,b,cin,s,cout);
input [7:0] a,b;
input cin;
output [7:0] s;
output cout;
wire c0;
BCDADD1 u0(a[3:0],b[3:0],cin,s[3:0],c0);
BCDADD1 u1(a[7:4],b[7:4],c0,s[7:4],cout);
endmodule
module BtoBCD(A,bcd2,bcd1,bcd0);
input [7:0] A;
output [3:0] bcd0,bcd1,bcd2; 
wire [7:0] S1,S2,S3,S4_10,S5,_S2,_S3,_S4,_S5;
wire [3:0] S,S4_2,S51,_S51,_S;
wire c1,c2,c3,c4,c5,c51;
adjust BB0(A[3:0],_S,c1);
assign S=c1?_S:A[3:0];
assign S1={3'b000,c1,S};
BCDADD2 BB1(S1,8'h16,1'b0,_S2,c2);
assign S2=(A[4])? _S2:S1;
BCDADD2 BB2(S2,8'h32,1'b0,_S3,c3);
assign S3=(A[5])? _S3:S2;
BCDADD2 BB3(S3,8'h64,1'b0,_S4,c4);
assign S4_10=(A[6])? _S4:S3;
assign S4_2 = (A[6])?{3'd0,c4}:4'd0;
BCDADD2 BB4(S4_10,8'h28,1'b0,_S5,c5);
BCDADD1 BB5(S4_2,1'h1,c5,_S51,c51);
assign bcd0=(A[7])?_S5[3:0]:S4_10[3:0];
assign bcd1=(A[7])?_S5[7:4]:S4_10[7:4];
assign bcd2=(A[7])?_S51:S4_2;
endmodule
module CWADD (btm,reset,Out0,Out1,Out2);
input btm,reset;
output [6:0] Out0,Out1,Out2;
wire [3:0] bcd0,bcd1,bcd2;
reg [7:0] Q;
always@(posedge btm or negedge reset)
 if(reset==1'b0)
   Q<=8'b0;
 else
   Q<=Q+1'b1;
BtoBCD u1(Q,bcd2,bcd1,bcd0);
_7Seg u2(bcd0,Out0);
_7Seg u3(bcd1,Out1);
_7Seg u4(bcd2,Out2);
endmodule
module _7Seg(A,Out);
input[3:0] A;
output[6:0] Out;
reg [6:0] Out;
always@(A)
case(A)
4'h0:Out<=7'b1000000;
4'h1:Out<=7'b1111001;
4'h2:Out<=7'b0100100;
4'h3:Out<=7'b0110000;
4'h4:Out<=7'b0011001;
4'h5:Out<=7'b0010010;
4'h6:Out<=7'b0000010;
4'h7:Out<=7'b1111000;
4'h8:Out<=7'b0000000;
4'h9:Out<=7'b0010000;
4'hA:Out<=7'b0001000;
4'hB:Out<=7'b0000011;
4'hC:Out<=7'b1000110;
4'hD:Out<=7'b0100001;
4'hE:Out<=7'b0000110;
4'hF:Out<=7'b0001110;
endcase
endmodule
module adjust(a,c,cout);
input [3:0] a;
output [3:0] c;
output cout;
assign c[0]=a[0],
       c[1]=~a[1],
		 c[2]=~(a[1]^a[2]),
		 c[3]=(a[1]|a[2])^a[3],
		 cout=(a[1]|a[2])&a[3];
endmodule
==> design/flow/run.sh <==
#!/bin/bash
# OpenROAD 26Q1-2900-gdf79404cd8, Yosys 0.63+post, stock flow scripts
make -C /OpenROAD-flow-scripts/flow DESIGN_CONFIG=/design/flow/config.mk WORK_HOME=/design/flow/orfs finish
==> design/flow/config.mk <==
export PLATFORM = sky130hd
export DESIGN_NAME = CWADD
export DESIGN_NICKNAME = CWADD
export VERILOG_FILES = /design/flow/design.v
export SDC_FILE = /design/flow/constraint.sdc
export NUM_CORES = 4
export LEC_CHECK = 1
export CORE_AREA = 10 10 94 94
export DIE_AREA = 0 0 104 104
==> design/flow/constraint.sdc <==
current_design CWADD

set clk_period 5.6
set clk_io_pct 0.2

create_clock -name clk0 -period $clk_period [get_ports {btm}]

set non_clock_inputs [all_inputs -no_clocks]
set_input_delay [expr $clk_period * $clk_io_pct] -clock clk0 $non_clock_inputs
set_output_delay [expr $clk_period * $clk_io_pct] -clock clk0 [all_outputs]
==> run summary <==
Results of the full flow below.

CTS:
- The run gives the number of buffers added by the clock tree synthesis step as 3.
- As reported, the later end of the worst-skew pair has a clock insertion delay of around 220 ps.
- The run gives the buffer depth of the longest clock path as 2.
- The run gives the number of levels in the clock H-tree as 1.
- TritonCTS built the clock tree.
- The run gives the number of clock sinks seen by CTS as 8.
- The run gives the root cell of the clock tree as sky130_fd_sc_hd__clkbuf_8.
- The run gives the clock slew at the register clock pins of the worst setup and hold paths as roughly 40 ps.

Critical path:
- For the worst reg-to-reg path, the startpoint reported by OpenROAD is Q[0]$_DFF_PN0_.
- The critical path's slowest stage uses the library cell sky130_fd_sc_hd__or4b_4.
- The run gives the setup slack on the worst flop-to-flop path as roughly 4400 ps.
- Of all nets on the critical path, the largest fanout is 4.
- The run gives the data arrival time of the critical path as just over 7000 ps.
- The run puts the worst reg2reg path depth at 3.
- The run gives the endpoint of the worst-slack reg-to-reg timing path as Q[6]$_DFF_PN0_.
- The run gives the critical path class as flop to output port.
- The run gives the most prevalent standard cell on the critical path as sky130_fd_sc_hd__ha_4.
- Together, buffers and inverters on the worst path number 5.
- The run gives the critical path launch point type as a flop.
- The critical path endpoint has a required time of 4480 ps.
- In this run the number of cells on the critical path is 37.
- The run gives the worst stage delay on the critical path as around 540 ps.
- The worst setup path is captured at an output port.
- The kind of cell with the highest combined delay along the critical path is simple AND/OR/NAND/NOR gates.

Synth:
- Synthesis produced a netlist whose cell count is around 240.
- The synthesis stat section lists a flop and latch total of 8.
- The run gives the area share of the largest cell type after synthesis as 0.1867.
- The run puts the async set-or-reset flop fraction in the synthesized netlist at 1.000.
- The run puts the yosys warning tally at 2.
- The run puts the number of unique standard cell types used by synthesis at about 56.
- Among all flip-flop cells after synthesis, the most frequent one is sky130_fd_sc_hd__dfrtp_1.
- The run gives the sequential cell area fraction in the yosys report as 0.1030.
- Sorting the synthesized cells by how often they occur yields sky130_fd_sc_hd__ha_1, sky130_fd_sc_hd__inv_1, sky130_fd_sc_hd__nor2_1.
- The run gives the post-synthesis instance area as approximately 1900 um^2.
- The synthesized design spends more area on one cell type than any other, namely sky130_fd_sc_hd__ha_1.
- The run gives the synthesized area per cell as 8.199 um^2.
- In the synthesis report, Yosys lists the chip area as a little under 2000 um^2.
- The run gives the cell total in the yosys stat output as 237.
- The run puts the number of flops mapped to enable cells by yosys at 0.
- In the post-synthesis netlist, the biggest area contributors are sky130_fd_sc_hd__ha_1, sky130_fd_sc_hd__dfrtp_1, sky130_fd_sc_hd__xnor2_1.
- For this run the top cell type by instance count after synthesis was sky130_fd_sc_hd__ha_1.

Cells and area:
- The run gives the number of flip-flops under the largest register name as 8.
- The run gives the post-layout instance area as roughly 3700 um^2.
- The run puts the final core utilization at 0.5416.
- The largest registers in the layout are Q: 8 flops.
- The layout summary lists the proportion of cells stronger than drive strength 1 as 0.6351.
- The run gives the multi-input gate area in the final layout as about 2100 um^2.
- The run gives the most flop-heavy register as Q.
- In this run the layout overhead on the synthesized area is reported as 90.41%.
- Per the layout report, the design carries between 500 and 600 filler cells.
- The run gives the combined flip-flop and latch cell area as 200.2 um^2.

Place:
- The run gives the routability congestion estimate from global placement as 0.8384.
- As logged by OpenROAD, the buffers inserted on ports number 21.
- The run gives the total placed instance area as 3092 um^2.
- The run puts the half-perimeter wire length of the detailed placement result at about 3900 um.

Timing:
- The run puts the final tally of hold violations at 0.
- The run gives the maximum clock frequency as about 0.12 GHz.
- Max-slew check failures listed in the final report amount to 0.
- After layout, the worst setup slack is -2585 ps.
- The run puts the sum of negative setup slack at -34300 ps.
- The run puts the share of the cycle needed by the critical path after routing at 1.462.
- The run gives the final setup violation count as 20.
- The run puts the worst max-slew margin expressed relative to the limit at 0.5610.
- Setup repair after global routing could not meet its margin everywhere.
- The run gives the transition at the pin with the smallest max-transition slack as between 600 and 700 ps.
- The run puts the post-route minimum period at around 8000 ps.
- The run puts the final-layout worst hold slack at between 600 and 700 ps.
- The run puts the final setup skew at slightly above 2 ps.

Routing:
- The routed layout reports a DRC error count of 0.
- The run gives the met1 layer wirelength in the final routing as approximately 2600 um.
- The run gives the remaining antenna violation count after routing as 0.
- Routed signal wires occupy layers up through met4.
- The run puts the amount of wire on met2 after detailed routing at 2639 um.
- The run gives the count of inserted antenna diode cells as 0.
- The violation tally recorded at the end of detailed-routing iteration 0 is slightly above 50.
- The run puts the met3 routed wirelength at around 150 um.
- The run gives the detail-routed via count per cell as about 4.7.
- Summed over all layers, the routed wires come to between 5000 and 6000 um.
- The pre-antenna-repair detailed-routing pass consisted of 4 iterations.
- Detailed routing inserted a total of between 2000 and 2500 vias.
- The run gives the per-cell routed wire length as roughly 12 um.

Hold path:
- The run gives the endpoint of the worst hold-timing path as Q[6]$_DFF_PN0_.
- For the worst min-delay path, the startpoint reported by OpenROAD is Q[6]$_DFF_PN0_.
- The run gives the cell depth of the worst hold path as 1.
- In this run the worst hold path is classified as flop to flop.

Status:
- The final reports fail on negative setup slack.
- The flow ran to the end, but the final reports show violations.

Floorplan:
- The run gives the die boundary height as between 100 and 150 um.
- The run gives the standard-cell row count as 30.
- The run gives the number of top-level pins as 23.
- The run puts the core region area at approximately 7000 um^2.
- The run puts the area of the die at roughly 11000 um^2.
- The run gives the initial core utilization as 0.2844.
- The run puts the horizontal die dimension at 104 um.

GRT:
- The run gives the global-route total usage across every layer as 0.09546.
- The run gives the total congestion overflow after global routing as 0.
- The run puts the pin count of the biggest net entering global routing at 17.
- The run gives the number of global-route vias before repair as approximately 2200.
- The run gives the number of antenna violations at the first check in global routing as 0.
- The run gives the first-pass GRT wire length as around 9400 um.

Power and ir drop:
- The run puts the leakage power summed over all cells at approximately 0.0017 uW.
- For this design the ratio of total power to cell area is 33.76 nW/um^2.
- The run gives the final total power as roughly 120 uW.
- The run puts the switching share of power at 0.1595.
- Per the power-grid run, VDD falls by no more than roughly 0.00011 V.
- The run puts the net load switching power at between 15 and 20 uW.
- Of the total power, registers draw 0.465.
- The run puts the internal cell power at roughly 100 uW.
- The power report attributes to the combinational group a share of 0.013.
- The run gives the clock network fraction of total power as 0.521.

Run:
- The run gives the stage-log warning count as 39.
- The run gives the count of max-cap constraint violations as 0.
power by group through the flow:
stage         registers, uW  clock network (uW)  logic (uW)
global route           58.1                69.5        1.87
finish                 58.1                65.1        1.63
CTS                    58.1                66.2        1.76
routing by layer:
layer | vias up | global-route usage
li1 | 1118 | -
met1 | 1031 | 0.1303
met2 | 23 | 0.1680
met3 | 4 | 0.006892
met4 | 0 | 0.003976
met5 | - | 0
kinds of logic after synthesis:
kind of cell,Yosys count,share of synthesized area
simple gates,68,0.1900
flops,8,0.1030
mux,22,0.1217
xor+xnor,24,0.1082
other cells,1,0.001930
buf+inv,33,0.07598
fa+ha+maj,29,0.1867
compound gates,52,0.2125
repair_timing:
action                     CTS  global route
pin swaps                   31            22
gates resized              101            45
hold buffers                 0             0
setup endpoints to repair   20            20
buffers inserted            20            19
cell usage in the layout (no fill, tap or decap), types with 4 or more instances in the layout:
cell type / n
sky130_fd_sc_hd__nand2b_1: 5
sky130_fd_sc_hd__ha_2: 6
sky130_fd_sc_hd__ha_1: 7
sky130_fd_sc_hd__nand2_1: 9
sky130_fd_sc_hd__a21oi_1: 7
sky130_fd_sc_hd__o21ai_0: 4
sky130_fd_sc_hd__ha_4: 16
sky130_fd_sc_hd__mux2_4: 8
sky130_fd_sc_hd__inv_2: 10
sky130_fd_sc_hd__buf_2: 12
sky130_fd_sc_hd__nand3_1: 4
sky130_fd_sc_hd__mux2i_1: 12
sky130_fd_sc_hd__nor2_1: 12
sky130_fd_sc_hd__dfrtp_1: 8
sky130_fd_sc_hd__xnor2_1: 12
sky130_fd_sc_hd__inv_1: 8
sky130_fd_sc_hd__nand3b_1: 5
sky130_fd_sc_hd__xor2_1: 5
sky130_fd_sc_hd__clkbuf_2: 4
sky130_fd_sc_hd__buf_4: 102
sky130_fd_sc_hd__buf_6: 19
worst max path at each step:
stage                           from       to  slack (ps)
after CTS             Q[1]$_DFF_PN0_  Out1[0]       -2580
after global routing  Q[1]$_DFF_PN0_  Out1[0]       -2940
final                 Q[1]$_DFF_PN0_  Out1[0]       -2590
per-stage QoR:
step	worst slack, ps	std cells
floorplan	-2468	237
global placement	-2453	432
detailed placement	-2536	432
CTS	-2579	455
global route	-2943	466
finish	-2585	466
layout make-up:
class | instances | area share
timing repair buffer | 143 | 0.3047
tap | 96 | 0.03247
sequential | 8 | 0.05411
clock buffer | 3 | 0.01116
multi-input combinational | 196 | 0.5759
inverter | 20 | 0.02164
Power figures rest on the tool's default switching activity, not on a simulated workload.
